===== /design/flow/run.sh =====
#!/bin/bash
# OpenROAD 26Q1-2900-gdf79404cd8, Yosys 0.63+post, stock flow scripts
make -C /OpenROAD-flow-scripts/flow DESIGN_CONFIG=/design/flow/config.mk WORK_HOME=/design/flow/orfs finish

===== /design/flow/constraint.sdc =====
current_design stoplightGame

set clk_period 7.0
set clk_io_pct 0.2

create_clock -name clk0 -period $clk_period [get_ports {clk}]

set non_clock_inputs [all_inputs -no_clocks]
set_input_delay [expr $clk_period * $clk_io_pct] -clock clk0 $non_clock_inputs
set_output_delay [expr $clk_period * $clk_io_pct] -clock clk0 [all_outputs]

===== /design/flow/config.mk =====
export PLATFORM = sky130hd
export DESIGN_NAME = stoplightGame
export DESIGN_NICKNAME = stoplightGame
export VERILOG_FILES = /design/flow/design.v
export SDC_FILE = /design/flow/constraint.sdc
export NUM_CORES = 4
export LEC_CHECK = 1
export CORE_UTILIZATION = 50

===== /design/flow/design.v =====
`timescale 1ns / 1ps
module stoplightGame #(parameter SECOND = 100_000_000 - 1)
       (input [15:0] sw,  
        input clk, btnC, btnR, btnL,
        output [6:0] seg,  
        output [3:0] an,  
        output reg [15:0] led);  
    reg startFlag = 0;  
    reg playingFlag = 0;  
    reg [3:0] d0;
    reg [3:0] d3;
    reg [1:0] blink = 0;
    reg secondwin;
    reg [3:0] state = idle; 
    parameter idle = 4'b0000; 
    parameter pattern1 = 4'b0001;
    parameter pattern2 = 4'b0010;
    parameter pattern3 = 4'b0011;
    parameter victory = 4'b0100;
    parameter defeat = 4'b0101;
    parameter finish = 4'b0110;
    reg [26:0] counter;  
    reg [26:0] counter1;  
    reg [26:0] counter2;  
    reg [26:0] counter3;  
    reg [4:0] x = 1; 
    reg [4:0] y = 0;
    SegmentDisplay SD (.clk(clk), .input0(d0), .input3(d3), .an(an), .seg(seg));               
    always @(posedge clk) begin
        case (state) 
            idle: begin
                 d3 <= 0;  
                 d0 <= 0;  
            if (btnC) begin        
                startFlag <= 1; 
                      end
            if (startFlag == 0) begin  
               if (counter < SECOND/2) begin
                        led[0] <= 1;
                        led[2] <= 1;
                        led[4] <= 1;
                        led[6] <= 1;
                        led[8] <= 1;
                        led[10] <= 1;
                        led[12] <= 1;
                        led[14] <= 1;
                        led[1] <= 0;
                        led[3] <= 0;
                        led[5] <= 0;
                        led[7] <= 0;
                        led[9] <= 0;
                        led[11] <= 0;
                        led[13] <= 0;
                        led[15] <= 0;                        
                                          end
                    else begin
                        led[0] <= 0;
                        led[2] <= 0;
                        led[4] <= 0;
                        led[6] <= 0;
                        led[8] <= 0;
                        led[10] <= 0;
                        led[12] <= 0;
                        led[14] <= 0;
                        led[1] <= 1;
                        led[3] <= 1;
                        led[5] <= 1;
                        led[7] <= 1;
                        led[9] <= 1;
                        led[11] <= 1;
                        led[13] <= 1;
                        led[15] <= 1;
                         end
                                end 
                else                  begin
                        state <= pattern1;
                                      end
                if (counter < SECOND) begin
                        counter <= counter + 1;
                                          end
                else begin
                        counter <= 0;
                     end
           end  
        pattern1: begin 
                 d3 <= 8;  
                 d0 <= 1;  
                 playingFlag <= 1;  
             if (btnR) begin 
                playingFlag = ~playingFlag;
                if (y == 8) begin  
                    counter <= 0;
                    blink <= 0;
                    secondwin <= 0;
                    state <= victory;
                            end
                else begin         
                    counter <= 0;
                    blink <= 0;
                    state <= defeat;
                     end                   
                                       end
                        led[0] <= 0;
                        led[2] <= 0;
                        led[4] <= 0;
                        led[6] <= 0;
                        led[8] <= 0;
                        led[10] <= 0;
                        led[12] <= 0;
                        led[14] <= 0;
                        led[1] <= 0;
                        led[3] <= 0;
                        led[5] <= 0;
                        led[7] <= 0;
                        led[9] <= 0;
                        led[11] <= 0;
                        led[13] <= 0;
                        led[15] <= 0;
              if (playingFlag == 1) begin  
                   if (counter1 < SECOND/8) begin  
                        counter1 <= counter1 + 1;
                        led[y] <= 1;  
                        led[x] <= 0;  
                                              end
                   else                         begin
                        counter1 <= 0;
                        led[y] <= 0;
                        led[x] <= 1;
                        x = x + 1;  
                        y = y + 1;  
                        if (x == 16) begin
                            x <= 0;
                                     end
                        if (y == 16) begin
                            y <=  0;
                                     end                        
                                                end  
                                   end  
                               end  
          pattern2: begin
                 d3 <= 8;  
                 d0 <= 2;  
                 playingFlag <= 1;  
              if (btnR) begin 
                    playingFlag = ~playingFlag;
                    if (y == 8) begin
                        counter <= 0;
                        blink <= 0;        
                        secondwin <= 1;            
                        state <= victory;
                                end
                    else begin
                        counter <= 0;
                        blink <= 0; 
                        state <= defeat;
                       end                   
                          end
                        led[0] <= 0;
                        led[2] <= 0;
                        led[4] <= 0;
                        led[6] <= 0;
                        led[8] <= 0;
                        led[10] <= 0;
                        led[12] <= 0;
                        led[14] <= 0;
                        led[1] <= 0;
                        led[3] <= 0;
                        led[5] <= 0;
                        led[7] <= 0;
                        led[9] <= 0;
                        led[11] <= 0;
                        led[13] <= 0;
                        led[15] <= 0;
              if (playingFlag == 1) begin  
                   if (counter2 < SECOND/16) begin  
                        counter2 <= counter2 + 1;
                        led[y] <= 1;  
                        led[x] <= 0;  
                                              end
                   else                         begin
                        counter2 <= 0;
                        led[y] <= 0;
                        led[x] <= 1;
                        x = x + 1;  
                        y = y + 1;  
                        if (x == 16) begin
                            x <= 0;
                                     end
                        if (y == 16) begin
                            y <=  0;
                                     end                        
                                                end  
                                   end  
                               end  
         pattern3: begin 
                 d3 <= 8;  
                 d0 <= 3;  
                 playingFlag <= 1;  
          if (btnR) begin  
                playingFlag = ~playingFlag;
                if (y == 8) begin 
                    counter <= 0;
                    blink <= 0;
                    state <= finish;
                            end
              else begin 
                    counter <= 0;
                    blink <= 0;
                    state <= defeat;
                   end                   
                    end
                        led[0] <= 0;
                        led[2] <= 0;
                        led[4] <= 0;
                        led[6] <= 0;
                        led[8] <= 0;
                        led[10] <= 0;
                        led[12] <= 0;
                        led[14] <= 0;
                        led[1] <= 0;
                        led[3] <= 0;
                        led[5] <= 0;
                        led[7] <= 0;
                        led[9] <= 0;
                        led[11] <= 0;
                        led[13] <= 0;
                        led[15] <= 0;
              if (playingFlag == 1) begin  
                   if (counter3 < SECOND/24) begin  
                        counter3 <= counter3 + 1;
                        led[y] <= 1;  
                        led[x] <= 0;  
                                              end
                   else                         begin
                        counter3 <= 0;
                        led[y] <= 0;
                        led[x] <= 1;
                        x = x + 1;  
                        y = y + 1;  
                        if (x == 16) begin
                            x <= 0;
                                     end
                        if (y == 16) begin
                            y <=  0;
                                     end                        
                                                end  
                                   end  
                               end  
          victory: begin
                    if (counter < SECOND/2) begin
                        led[0] <= 1;
                        led[2] <= 1;
                        led[4] <= 1;
                        led[6] <= 1;
                        led[8] <= 1;
                        led[10] <= 1;
                        led[12] <= 1;
                        led[14] <= 1;
                        led[1] <= 1;
                        led[3] <= 1;
                        led[5] <= 1;
                        led[7] <= 1;
                        led[9] <= 1;
                        led[11] <= 1;
                        led[13] <= 1;
                        led[15] <= 1;
                                          end
                    else begin
                        led[0] <= 0;
                        led[2] <= 0;
                        led[4] <= 0;
                        led[6] <= 0;
                        led[8] <= 0;
                        led[10] <= 0;
                        led[12] <= 0;
                        led[14] <= 0;
                        led[1] <= 0;
                        led[3] <= 0;
                        led[5] <= 0;
                        led[7] <= 0;
                        led[9] <= 0;
                        led[11] <= 0;
                        led[13] <= 0;
                        led[15] <= 0;
                         end
                if (counter < SECOND) begin
                        counter <= counter + 1;
                                          end
                else begin
                        counter <= 0;
                        blink <= blink + 1;  
                        if (blink == 2) begin
                            if (secondwin == 1) begin                                
                                state <= pattern3;
                                                end
                          else begin
                                state <= pattern2;
                               end
                                        end
                     end
                                end  
      finish: begin
                  d0 <= 4;
                  if (btnL) begin
                        startFlag <= 0;
                        state <= idle;
                            end
                  if (counter < SECOND/4) begin
                        led[0] <= 1;
                        led[2] <= 1;
                        led[4] <= 1;
                        led[6] <= 1;
                        led[8] <= 1;
                        led[10] <= 1;
                        led[12] <= 1;
                        led[14] <= 1;
                        led[1] <= 1;
                        led[3] <= 1;
                        led[5] <= 1;
                        led[7] <= 1;
                        led[9] <= 1;
                        led[11] <= 1;
                        led[13] <= 1;
                        led[15] <= 1;
                                          end
                    else begin
                        led[0] <= 0;
                        led[2] <= 0;
                        led[4] <= 0;
                        led[6] <= 0;
                        led[8] <= 0;
                        led[10] <= 0;
                        led[12] <= 0;
                        led[14] <= 0;
                        led[1] <= 0;
                        led[3] <= 0;
                        led[5] <= 0;
                        led[7] <= 0;
                        led[9] <= 0;
                        led[11] <= 0;
                        led[13] <= 0;
                        led[15] <= 0;
                         end
                if (counter < SECOND/2) begin
                        counter <= counter + 1;
                                          end
                else begin
                        counter <= 0;
                     end
                                 end  
      defeat: begin
                    if (counter < SECOND/4) begin
                        led[y] <= 1;  
                                          end
                    else begin
                        led[y] <= 0;
                         end
                if (counter < SECOND/2) begin
                        counter <= counter + 1;
                                          end
                else begin
                        counter <= 0;
                        blink <= blink + 1;  
                        if (blink == 3) begin
                            startFlag <= 0;
                            state <= idle;
                                        end
                     end
                            end
                        endcase  
   end   
endmodule
module SegmentDisplay(
    input clk,
    input [3:0] input3, input0,
    output reg [3:0] an, 
    output reg [6:0] seg
    );
    reg [18:0] counter  = 0;
    parameter max = 10000;  
    reg currentan = 0;  
    reg [7:0] segoutput [1:0];  
    wire [3:0] twodisplay [1:0];  
    assign twodisplay[0] = input0;
    assign twodisplay[1] = input3;
    parameter zero = 7'b1000000;
    parameter one = 7'b1111001;
    parameter two = 7'b0100100;
    parameter three = 7'b0110000;
    parameter four = 7'b0011001;
    parameter five = 7'b0010010;
    parameter six = 7'b0000010;
    parameter seven = 7'b1111000;
    parameter eight = 7'b0000000;
    parameter nine = 7'b0011000;
    parameter ten = 7'b0001000;
    parameter eleven = 7'b0000011;
    parameter twelve = 7'b1000110; 
    parameter thirteen = 7'b0100001; 
    parameter fourteen = 7'b0000110;
    parameter fifteen = 7'b0001110;
    always @(posedge clk) begin
        if (counter < max) begin  
            counter <= counter + 1;
                           end 
        else               begin  
            currentan <= ~currentan;  
            counter <= 0;
                           end
    case (twodisplay[currentan]) 
        0: segoutput[currentan] <= zero;
        1: segoutput[currentan] <= one; 
        2: segoutput[currentan] <= two;
        3: segoutput[currentan] <= three;
        4: segoutput[currentan] <= four;
        5: segoutput[currentan] <= five;
        6: segoutput[currentan] <= six;
        7: segoutput[currentan] <= seven;
        8: segoutput[currentan] <= eight;
        9: segoutput[currentan] <= nine;
    endcase
    case(currentan)  
        0: begin
            an <= 4'b1110;
            seg <= segoutput[0];
           end 
        1: begin
            an <= 4'b0111;
            seg <= segoutput[1];
           end
    endcase
  end   
endmodule

==> out/results.txt <==
CP startpoint: btnR
CTS HTree Levels: 4
Mapped Cells: 1044
1st-iter DRT viols: 385
P_leak: 4.22 nW
switching share of power: 37.9%
DR WL/cell: 15.2 um
CTS hold repair buffers: 0
first-pass GRT wire length: 34.4 mm
GP Congestion: 0.841
Yosys Instances: 1044
Critical Path AT: 3.89 ns
FP Rows: 53
area share of and/or/nand/nor cells after synthesis: 20.6%
Synth top area share: 44.9%
synth warn: 2
die height: 149 um
Req. time, crit path: 7.15 ns
metal2 WL: 9.04 mm
cell area after synthesis: 0.0108 mm^2
sequential cell area: 0.00540 mm^2
pin count of the biggest net entering global routing: 38
area leader, netlist: edfxtp_1
EDFF count, synth: 161
Async S/R FF share, synth: 0%
R2R setup slack: 4.02 ns
fill count: 1829
DRT Pass-1 Iters: 4
vias in the first global route: 6915
overall power: 0.00465 W
adder share: 1.86%
fin crit share: 53.5%
Post-Synth XOR/XNOR Area: 8.45%
CTS tree: built
outcome: complete, no violations
Setup CP Type: primary input to flip-flop
post-route ant nets: 0
Total Die Area: 0.0221 mm^2
core area: 0.0211 mm^2
detailed-route wire length: 20.7 mm
Worst R2R Path Depth: 8
DP Area: 0.0113 mm^2
Tool Warnings: 49
worst r2r dst: y[2]
Comb power frac: 33.9%
PortBufs: 28
Fin. Hold Viols: 0
GRT Util Overall: 20.6%
x dimension of the die: 149 um
design area: 0.0120 mm^2
Max Slew Vio Count: 0
Min-Delay Path Depth: 1
setup TNS: 0 ns
Final min period: 3.74 ns
grt total ovfl: 0
switching pwr: 0.00177 W
dpl hpwl: 13.3 mm
Post-CTS Setup Bufs: 0
Hold Crit Class: flip-flop to flip-flop
DRC violations left: 0
endpoints failing setup: 0
met3 routed WL: 868 um
final hold slack: 0.444 ns
CP max FO: 37
crit path capture type: flip-flop
ys flops: 189
CTS Buf Count: 17
VDD IR max: 0.227 mV
vias per inst: 5.55
main flop type: edfxtp_1
WHS Endpoint: SD.counter[0]
Distinct lib cells used: 85
cts repair resizes: 0
initial antenna violation count: 0
Worst Setup Start Kind: primary input
area of the multi-input gates: 0.00510 mm^2
Power Internal: 0.00289 W
Top area cell types: edfxtp_1, nor2_1, dfxtp_1
Initial Utilization: 51.1%
register share of total power: 44.9%
fmax: 267 MHz
RR Startpoint: counter1[2]
clk latency late pin: 0.43 ns
Avg Inst Size Synth: 10.3 um^2
Clock power frac: 21.3%
Bufs on Longest Clock Path: 2
IO Count: 47
wl on met1: 10.7 mm
measured slew at the worst slew-check pin: 0.922 ns
TritonCTS Sinks: 189
Seq share, synth: 50.1%
CTS root buf: clkbuf_16
antenna diode count: 0
hold_sp: SD.counter[0]
Yosys chip area: 0.0108 mm^2
unrepaired setup endpoints after global routing: false
clock slew at reported path FFs: 0.08 ns
via count: 7557
Compound Share, Synth: 10.0%
Fin Clk Skew: 0.0148 ns
main kind of combinational logic by area: simple AND/OR/NAND/NOR gates
max layer used: met4
Pwr Density: 389 mW/mm^2
Layout area overhead: 10.9%
Slew headroom: 38.3%
mux share: 5.34%
layout cells sized above 1: 8.29%
Max Cap Viol: 0
[power by group through the flow]
stage	Combinational [W]	Sequential (W)	Clock, W
4_1_cts	0.00158	0.00209	0.00102
5_1_grt	0.00175	0.00215	0.00106
6_report	0.00158	0.00209	0.000990
[per-stage QoR]
stage | instances | setup slack [ns] | utilization, %
3_5_place_dp | 1329 | 2.86 | 53.8
6_report | 1361 | 3.26 | 56.7
5_1_grt | 1361 | 3.17 | 56.7
4_1_cts | 1361 | 3.32 | 56.7
2_1_floorplan | 1061 | 3.33 | -
3_3_place_gp | 1329 | 2.88 | 53.8
[cell usage after synthesis, drive strengths merged (3+ instances only)]
cell	count
nand4bb	3
o21ai	20
nor2b	8
clkbuf	20
a22oi	11
and3	21
mux2	12
ha	16
edfxtp	161
a31o	3
xnor2	41
o21a	5
buf	28
a41oi	3
nor2	164
mux2i	44
a221oi	8
a21oi	28
nor4	7
dfxtp	28
or3	7
xor2	63
nor3b	6
a211o	5
o211ai	7
a211oi	7
o31ai	3
a31oi	24
and4	14
or4	4
inv	33
nor3	22
a21boi	3
nor4b	3
nand2b	6
nand4	17
or2	3
and2	9
nand2	82
nand3	67
[state kept, by name, summed over array words and instances, names as in the netlist, 2 cells and up]
name / cells
x: 5
SD.seg: 7
y: 5
counter: 27
counter2: 27
counter3: 27
led: 16
state: 3
SD.counter: 19
counter1: 27
d0: 3
SD.segoutput: 14
SD.an: 2
blink: 2
[kinds of logic (layout without fill, tap and decap cells)]
group / count (synthesis) / in the layout
compound gates: 148 / 148
xor+xnor: 104 / 104
fa+ha+maj: 16 / 16
buf+inv: 81 / 106
flops: 189 / 189
mux: 56 / 56
other cells: 2 / 19
simple gates: 448 / 448
[per-layer routing]
layer  GRT usage, %  vias to the layer above
met5              0                        -
met4           1.53                        0
met3           3.53                        8
met2           29.7                      139
met1           36.9                     3565
li1               -                     3845
[critical path, stage by stage]
cell,delay (ns)
clkdlybuf4s50_1,0.51
xnor2_1,0.48
inv_1,0.16
nand3_1,0.31
inv_1,0.14
buf_4,0.31
and3_1,0.25
a311oi_1,0.22
a31oi_1,0.11
[final cells by class]
cell class	count	share of cell area, %
sequential	189	45.1
multi-input combinational	791	42.7
clock buffer	18	3.77
timing repair buffer	41	3.16
tap	275	2.88
clock inverter	14	1.32
inverter	33	1.04
[worst max-delay path by stage]
stage / endpoint / cells after the start
CTS: led[10] / 9
global route: led[10] / 9
finish: led[10] / 9
[cells in the final DEF (no fill, tap or decap), drive strengths merged, types with 22 or more instances in the layout]
master / n
a31oi: 24
nor3: 22
xor2: 63
dfxtp: 28
nand2: 82
a21oi: 28
xnor2: 41
inv: 42
mux2i: 44
clkdlybuf4s50: 28
nor2: 164
edfxtp: 161
nand3: 67
No activity file was given, so power comes from the tool's default toggle rates.
